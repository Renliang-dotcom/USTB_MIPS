--- /design/flow/design.v ---
`timescale 1ns / 1ps
module RegFile(
    input                       clk,
    input                       rst,
    input                       write_en,
    input       [4:0] write_addr,
    input       [31:0]     write_data,
    input                       read_en_1,
    input       [4:0] read_addr_1,
    output  reg [31:0]     read_data_1,
    input                       read_en_2,
    input       [4:0] read_addr_2,
    output  reg [31:0]     read_data_2
);
    reg [31:0] registers[0:31];
    integer i;
    always @(posedge clk) begin
        if (!rst) begin
            for (i = 0; i < 32; i = i + 1) begin
                registers[i] <= 0;
            end
        end
        else if (write_en && |write_addr) begin
            registers[write_addr] <= write_data;
        end
    end
    always @(*) begin
        if (!rst) begin
            read_data_1 <= 32'b0;
        end
        else if (read_addr_1 == write_addr && write_en && read_en_1) begin
            read_data_1 <= write_data;
        end
        else if (read_en_1) begin
            read_data_1 <= registers[read_addr_1];
        end
        else begin
            read_data_1 <= 32'b0;
        end
    end
    always @(*) begin
        if (!rst) begin
            read_data_2 <= 32'b0;
        end
        else if (read_addr_2 == write_addr && write_en && read_en_2) begin
            read_data_2 <= write_data;
        end
        else if (read_en_2) begin
            read_data_2 <= registers[read_addr_2];
        end
        else begin
            read_data_2 <= 32'b0;
        end
    end
endmodule  
--- /design/flow/run.sh ---
#!/bin/bash
# OpenROAD 26Q1-2900-gdf79404cd8, Yosys 0.63+post, stock flow scripts
make -C /OpenROAD-flow-scripts/flow DESIGN_CONFIG=/design/flow/config.mk WORK_HOME=/design/flow/orfs finish
--- /design/flow/config.mk ---
export PLATFORM = sky130hd
export DESIGN_NAME = RegFile
export DESIGN_NICKNAME = RegFile
export VERILOG_FILES = /design/flow/design.v
export SDC_FILE = /design/flow/constraint.sdc
export NUM_CORES = 4
export LEC_CHECK = 1
export CORE_UTILIZATION = 40
--- /design/flow/constraint.sdc ---
current_design RegFile

set clk_period 14.4
set clk_io_pct 0.2

create_clock -name clk0 -period $clk_period [get_ports {clk}]

set non_clock_inputs [all_inputs -no_clocks]
set_input_delay [expr $clk_period * $clk_io_pct] -clock clk0 $non_clock_inputs
set_output_delay [expr $clk_period * $clk_io_pct] -clock clk0 [all_outputs]
==> run summary <==
This memo summarizes the results of the implementation run.

Global routing
The via count of the first global-routing pass is approximately 37000. Entering global routing, the biggest net connects 86 pins. The number of antenna violations at the first check in global routing is 3. The remaining global-route overflow is 0.

The fraction of met2 tracks used by global routing is between 40% and 50%. The first global-routing pass estimated about 270 mm of wire. The global-route layer with the greatest usage is met2. The met3 track demand over resource is roughly a fifth.

Routing resource usage on met1 recorded by global route was 36.3%. In the global route stage, overall resource usage came out at between 20 and 30%.

Placement
The number of placed cells counting well taps is 5664. The final weighted congestion in routability-driven placement is about 0.95. Once detailed placement completed, the half-perimeter wirelength came to approximately 110 mm. Per the placement log, port buffering inserted roughly 120 buffers.

The cell area reported after detailed placement is between 50000 and 60000 sq um.

Final layout
The layout has ~12000 filler cells. The layout stage reports a final design area of 62700 sq um. The post-route netlist has between 15 and 20% of its cells at a drive strength greater than 1. Counting flops per register, the top entry is registers. From synthesis to final layout, the design area changed by 12.3%.

In the final layout, the registers with the most flip-flops are registers: 1024 flops. The register with the most flip-flops in the layout has 1024 of them. The final cell utilization of the core is between 40 and 50%. Leaving out filler cells and counting taps, the final layout contains 5865.

Worst setup path
The kind of start point of the critical path is an input pin. Looking at the critical path, the single cell with the biggest stage delay is sky130_fd_sc_hd__buf_4. Among all stages on the critical path, the maximum delay recorded is 0.74 ns.

The timing startpoint of the critical path is read_addr_2[0]. For reference, the critical path cell chain is buf_8 > buf_4 > buf_12 > buf_4 > mux4_2 > mux2i_1 > a21oi_1 > a22o_1 > clkdlybuf4s50_1. The worst setup path is of the in2out kind.

The largest fanout on the critical path is slightly above 80. The arrival time at the worst endpoint is between 7 and 8 ns. The most numerous cell on the critical path is sky130_fd_sc_hd__buf_4. The required time of the critical path is approximately 12 ns. The kind of capture point of the worst setup path is a primary output.

Routing
The first TritonRoute pass finished after 5 iterations. Nets still carrying antenna violations after routing amount to 0. Per the detail_route report, the via count comes to roughly 35000. The number of DRC violations after detailed routing is 0. For this block, the routed nets add up to approximately 190 mm of wire. The routed design shows a via density per instance of about 6.0. The number of design-rule violations left by the first detailed-router iteration is 2584. The routed length per placed instance is approximately 33 um.

Yosys
Per the synthesis report, the number of distinct cell types is 38. The average footprint of a synthesized cell is around 14 sq um. The synthesized netlist was found by Yosys to have ~3900 cells. Summing the sequential cell areas from Yosys gives 55.1% of the chip area.

The yosys synthesis warning count is 1. The cell count after synthesis is a little under 4000. The number of synthesized register bits is slightly above 1000. The synthesized area is 55800 sq um.

The chip area from the yosys synthesis statistics is 55800 sq um.

Pwr
The switching part of the total power is roughly a quarter. Total power normalized to cell area comes to 116 nW/um^2. Power comes to between 7000 and 8000 uW. The sequential share of power is 48.5%. The combinational power share is between 10% and 20%. The switching component of the power was reported as about 1800 uW. The script extracted a total leakage power of 0.0221 uW. The largest vdd supply drop is slightly below 0.00009 V. The internal cell power is roughly 5500 uW. Per report_power, the clock group accounts for ~39% of the total.

Flow run
The number of warnings reported in the stage logs is 26. The run reported a max-capacitance violation count of 0.

CTS
Counting the buffers created by CTS gives 108. The quantity of gates resized following cts is 0. The number of clock sinks came to ~1000.

Looking at the worst setup and hold paths, the clock pins of their registers show a slew of 0.06 ns. The H-tree depth is 3. The master cell of the clock root buffer is sky130_fd_sc_hd__clkbuf_16. The clock tree from TritonCTS is built. The number of setup buffers added after CTS is 0.

The longest clock path from root to sink contains 3 buffers. The number of buffers inserted by hold repair at cts is 0.

Die
The floorplan step set the die height to roughly 380 um. The row count is 136. The starting utilization of the core area is roughly two fifths. The I/O pin count is around 120. After floorplanning, the die was sized to cover approximately 140000 sq um.

The core region is between 100000 and 150000 sq um. The die width is 376 um.

Min path
The launch point of the worst min-delay path is recorded as rst. The min-delay analysis places its worst path in the category in2reg.

Timing
The sum of negative setup slack is 0 ns. Endpoints with negative setup slack in the final report add up to 0. Endpoints failing hold in the final report were tallied at 0. The post-layout minimum cycle time is about 10 ns. Setup repair after global routing left no endpoint under its margin. For this run, the top clock speed supported by timing is between 90 and 100 MHz.

The post-route fraction of the period consumed by the critical path is between 70% and 80%. The final max-slew violation count is 0. The transition at the pin with the smallest max-transition slack is about 0.86 ns. Across all checked pins, the minimum headroom to the slew limit is ~42%.

Run status
The run finished with clean final reports.
[path summary, 6_finish.rpt]
path,endpoint,slack [ns],depth (start not counted)
worst max-delay path,read_data_2[23],4.23,9
worst min-delay path,registers[3][26]$_SDFFCE_PN0P_,2.78,2
[stage by stage]
stage / setup WS [ns] / hold WS, ns
finish: 4.23 / 2.78
global route: 4.00 / 2.76
CTS: 4.25 / 2.73
detailed placement: 4.25 / 3.47
global placement: 4.28 / 3.47
floorplan: 7.15 / 3.08
[cells by family after synthesis]
family | count (synthesis) | share of synthesized area, %
simple gates | 1093 | 12.2
compound gates | 539 | 6.76
other cells | 1 | 0.00672
flops | 1024 | 55.1
xor+xnor | 10 | 0.157
mux | 830 | 22.1
buf+inv | 423 | 3.67
[cell type report]
type	count	area [sq um]	share of cell area [%]
timing repair buffer	272	2390	3.80
clock buffer	124	2830	4.51
antenna	6	15.0	0.0239
clock inverter	71	718	1.15
sequential	1024	30700	49.0
inverter	1	3.75	0.00599
tap	1863	2330	3.72
multi-input combinational	2504	23700	37.8
[metal layers]
| layer | up-vias | wire length (um) |
|---|---|---|
| met5 | - | 413 |
| met4 | 10 | 8650 |
| met3 | 385 | 32900 |
| met2 | 2466 | 85300 |
| met1 | 17200 | 65100 |
| li1 | 15000 | - |
[critical path, delay by kind of cell]
kind | cells | cell delay, ns
AOI/OAI and AO/OA | 2 | 0.49
buffers and inverters | 5 | 2.64
muxes | 2 | 0.96
[placed cells by master (no fill, tap or decap), types with 6 or more instances in the layout]
master and n:
sky130_fd_sc_hd__edfxtp_1 1024, sky130_fd_sc_hd__and2_1 992, sky130_fd_sc_hd__mux2i_1 505, sky130_fd_sc_hd__mux4_2 324, sky130_fd_sc_hd__a22oi_1 220, sky130_fd_sc_hd__buf_4 155
sky130_fd_sc_hd__clkbuf_16 111, sky130_fd_sc_hd__clkdlybuf4s50_1 106, sky130_fd_sc_hd__a21oi_1 95, sky130_fd_sc_hd__a211oi_1 64, sky130_fd_sc_hd__a22o_1 64, sky130_fd_sc_hd__nand3b_1 35
sky130_fd_sc_hd__o22ai_1 32, sky130_fd_sc_hd__conb_1 32, sky130_fd_sc_hd__a21boi_0 31, sky130_fd_sc_hd__o21ai_4 31, sky130_fd_sc_hd__nor2_2 28, sky130_fd_sc_hd__clkinv_1 28
sky130_fd_sc_hd__clkinv_2 20, sky130_fd_sc_hd__bufinv_16 15, sky130_fd_sc_hd__clkbuf_1 13, sky130_fd_sc_hd__xnor2_1 10, sky130_fd_sc_hd__nor2_4 7, sky130_fd_sc_hd__diode_2 6
sky130_fd_sc_hd__nor2b_4 6, sky130_fd_sc_hd__clkinvlp_4 6
[power groups by stage]
stage / Combinational, uW / Clock (uW) / Sequential, uW
5_1_grt: 932 / 2990 / 3550
6_report: 891 / 2850 / 3530
4_1_cts: 881 / 2880 / 3530
[cells in the mapped netlist]
library cell	instances	area share [%]
sky130_fd_sc_hd__edfxtp_1	1024	55
sky130_fd_sc_hd__and2_1	995	11
sky130_fd_sc_hd__mux2i_1	505	9.1
sky130_fd_sc_hd__mux4_2	324	13
sky130_fd_sc_hd__clkbuf_1	261	1.8
sky130_fd_sc_hd__a22oi_1	220	3.0
sky130_fd_sc_hd__a21oi_1	95	0.85
sky130_fd_sc_hd__buf_2	84	0.75
sky130_fd_sc_hd__a211oi_1	64	0.86
sky130_fd_sc_hd__a22o_1	64	1.0
sky130_fd_sc_hd__buf_4	37	0.50
sky130_fd_sc_hd__nor2_1	36	0.24
sky130_fd_sc_hd__nand3b_1	35	0.47
sky130_fd_sc_hd__o22ai_1	32	0.36
sky130_fd_sc_hd__a21boi_0	31	0.42
sky130_fd_sc_hd__o21ai_0	31	0.28
sky130_fd_sc_hd__buf_6	27	0.54
sky130_fd_sc_hd__xnor2_1	10	0.16
sky130_fd_sc_hd__clkbuf_2	6	0.054
sky130_fd_sc_hd__nor2b_1	6	0.067
sky130_fd_sc_hd__buf_1	5	0.034
sky130_fd_sc_hd__nand2_1	4	0.027
sky130_fd_sc_hd__nand3_1	4	0.036
sky130_fd_sc_hd__nand4_1	3	0.034
sky130_fd_sc_hd__clkbuf_4	2	0.027
sky130_fd_sc_hd__nor2_2	2	0.022
sky130_fd_sc_hd__or3b_1	2	0.031
sky130_fd_sc_hd__conb_1	1	0.0067
sky130_fd_sc_hd__inv_1	1	0.0067
sky130_fd_sc_hd__mux2_2	1	0.020
sky130_fd_sc_hd__nand2b_1	1	0.011
sky130_fd_sc_hd__nand3b_2	1	0.020
sky130_fd_sc_hd__nor3_1	1	0.0090
sky130_fd_sc_hd__nor3_2	1	0.018
sky130_fd_sc_hd__nor3b_1	1	0.013
sky130_fd_sc_hd__o211ai_1	1	0.013
sky130_fd_sc_hd__o211ai_2	1	0.022
sky130_fd_sc_hd__or3_1	1	0.011
Power is estimated from default activity; no workload was simulated.
