--- flow/design.v ---
`timescale 1ns / 1ps
module EX (
    input       [5:0]    funct,
    input       [4:0]    shamt,
    input       [31:0]     operand_1,
    input       [31:0]     operand_2,
    input                       delayslot_flag_i,
    input                       mem_read_flag_i,
    input                       mem_write_flag_i,
    input                       mem_sign_ext_flag_i,
    input       [ 3: 0]         mem_sel_i,
    input       [31:0]     mem_write_data_i,
    input                       wb_reg_write_en_i,
    input       [4:0] wb_reg_write_addr_i,
    input       [31:0]     current_pc_addr_i,
    input       [31:0]     hi_i,
    input       [31:0]     lo_i,
    input                       mult_div_done,
    input       [63: 0]         mult_div_result,
    input                       cp0_write_en_i,
    input                       cp0_read_en_i,
    input       [7:0] cp0_addr_i,
    input       [31:0]     cp0_write_data_i,
    input       [31:0]     cp0_read_data_i,
    input       [7:0] exception_type_i,
    output                      ex_load_flag,
    output reg                  stall_request,
    output                      mem_read_flag_o,
    output                      mem_write_flag_o,
    output                      mem_sign_ext_flag_o,
    output      [ 3: 0]         mem_sel_o,
    output      [31:0]     mem_write_data_o,
    output      [31:0]     result_o,
    output                      wb_reg_write_en_o,
    output      [4:0] wb_reg_write_addr_o,
    output reg                  hilo_write_en,
    output reg  [31:0]     hi_o,
    output reg  [31:0]     lo_o,
    output                      cp0_write_en_o,
    output      [31:0]     cp0_write_data_o,
    output      [7:0] cp0_addr_o,
    output      [7:0] exception_type_o,
    output                      delayslot_flag_o,
    output      [31:0]     current_pc_addr_o
);
    reg write_reg_en;
    reg [31:0] result;
    assign ex_load_flag = mem_read_flag_i;
    assign result_o = result;
    assign mem_read_flag_o = mem_read_flag_i;
    assign mem_sel_o = mem_sel_i;
    assign mem_sign_ext_flag_o = mem_sign_ext_flag_i;
    assign mem_write_data_o = mem_write_data_i;
    assign mem_write_flag_o = mem_write_flag_i;
    assign wb_reg_write_addr_o = wb_reg_write_addr_i;
    assign wb_reg_write_en_o = write_reg_en && !mem_write_flag_i;
    assign current_pc_addr_o = current_pc_addr_i;
    assign cp0_write_en_o = cp0_write_en_i;
    assign cp0_addr_o = cp0_addr_i;
    assign cp0_write_data_o = cp0_write_data_i;
    assign delayslot_flag_o = delayslot_flag_i;
    wire [31:0] operand_2_mux = (funct == 6'b100010 || funct == 6'b100011 || funct == 6'b101010) ? (~operand_2 + 1) : operand_2;
    wire [31:0] result_sum = operand_1 + operand_2_mux;
    wire operand_1_lt_operand_2 = funct == 6'b101010 ?
            ((operand_1[31] && !operand_2[31]) ||
                (!operand_1[31] && !operand_2[31] && result_sum[31]) ||
                (operand_1[31] && operand_2[31] && result_sum[31]))
            : (operand_1 < operand_2);
    wire overflow_sum = ((!operand_1[31] && !operand_2_mux[31]) && result_sum[31]) || 
                        ((operand_1[31] && operand_2_mux[31]) && (!result_sum[31]));
    wire overflow_exc = exception_type_i[2] ? overflow_sum : 0;
    assign exception_type_o = {exception_type_i[7:3], overflow_exc, exception_type_i[1:0]};
    always @(*) begin
        case (funct)
            6'b100111: result <= ~(operand_1 | operand_2);
            6'b100110: result <= operand_1 ^ operand_2;
            6'b100100: result <= operand_1 & operand_2;
            6'b001001, 6'b100101: result <= operand_1 | operand_2;
            6'b101010, 6'b101011: result <= operand_1_lt_operand_2;
            6'b100000, 6'b100001,
            6'b100010, 6'b100011: result <= result_sum;
            6'b001011, 6'b001010: result <= operand_1;
            6'b111010: result <= mult_div_result[31:0];
            6'b010000: result <= hi_i;
            6'b010010: result <= lo_i;
            6'b000000: result <= operand_2 << shamt;
            6'b000010: result <= operand_2 >> shamt;
            6'b000011: result <= ({32{operand_2[31]}} << (6'd32 - {1'b0, shamt})) | operand_2 >> shamt;
            6'b000100: result <= operand_2 << operand_1[4:0];
            6'b000110: result <= operand_2 >> operand_1[4:0];
            6'b000111: result <= ({32{operand_2[31]}} << (6'd32 - {1'b0, operand_1[4:0]})) | operand_2 >> operand_1[4:0];
            default: result <= cp0_read_en_i ? cp0_read_data_i : 0; 
        endcase
    end
    always @(*) begin
        case (funct)
            6'b100000, 6'b100010: write_reg_en <= !overflow_sum;
            6'b011000, 6'b011001, 6'b011010,
            6'b111000, 6'b111001, 6'b111011, 6'b111100,
            6'b011011, 6'b001000: write_reg_en <= 0;
            6'b001011: write_reg_en <= (operand_2 == 32'h0) ? 0 : 1;
            6'b001010: write_reg_en <= (operand_2 == 32'h0) ? 1 : 0;
            default: write_reg_en <= wb_reg_write_en_i;
        endcase
    end
    always @(*) begin
        case (funct)
            6'b011000, 6'b011001, 
            6'b011010, 6'b011011, 6'b111010: begin
                stall_request <= !mult_div_done;
            end
            default: stall_request <= 0;
        endcase
    end
    always @(*) begin
        case (funct)
            6'b011000, 6'b011001, 
            6'b011010, 6'b011011,
            6'b111000, 6'b111001, 
            6'b111011, 6'b111100: begin
                hilo_write_en <= 1;
                hi_o <= mult_div_result[63:32];
                lo_o <= mult_div_result[31: 0];
            end
            6'b010001: begin
                hilo_write_en <= 1;
                hi_o <= operand_1;
                lo_o <= lo_i;
            end
            6'b010011: begin
                hilo_write_en <= 1;
                hi_o <= hi_i;
                lo_o <= operand_1;
            end
            default: begin
                hilo_write_en <= 0;
                hi_o <= hi_i;
                lo_o <= lo_i;
            end
        endcase
    end
endmodule  
--- flow/run.sh ---
#!/bin/bash
# OpenROAD 26Q1-2900-gdf79404cd8, Yosys 0.63+post, stock flow scripts
make -C /OpenROAD-flow-scripts/flow DESIGN_CONFIG=/design/flow/config.mk WORK_HOME=/design/flow/orfs finish
--- flow/config.mk ---
export PLATFORM = sky130hd
export DESIGN_NAME = EX
export DESIGN_NICKNAME = EX
export VERILOG_FILES = /design/flow/design.v
export SDC_FILE = /design/flow/constraint.sdc
export NUM_CORES = 4
export LEC_CHECK = 1
export CORE_AREA = 10 10 264 264
export DIE_AREA = 0 0 274 274
--- flow/constraint.sdc ---
current_design EX

set clk_period 17.5
set clk_io_pct 0.2

create_clock -name clk0 -period $clk_period

set non_clock_inputs [all_inputs -no_clocks]
set_input_delay [expr $clk_period * $clk_io_pct] -clock clk0 $non_clock_inputs
set_output_delay [expr $clk_period * $clk_io_pct] -clock clk0 [all_outputs]
==> flow_summary.json <==
{
  "status": "complete, no violations",
  "min_period_ns": 13.26,
  "rsz0062_at_grt": "no",
  "antenna_found_initial": 10,
  "hold_class": "input pin to primary output",
  "drtIter0Drc": 1871,
  "num_rows": 93,
  "powerDensity_mw_per_mm2": 32.7,
  "die_w_um": 274,
  "fin_tns_setup_ns": 0,
  "top_area_cell": "ha_1",
  "relSlewSlack_pct": 37.2,
  "ys_seq_share_pct": 0,
  "n_fill_cell": 7155,
  "dr_wl_met3_mm": 8.42,
  "fp.coreArea_mm2": 0.0641,
  "drive_above_1_share_pct": 7.50,
  "first_global_vias": 16300,
  "worstPathArrival_ns": 9.76,
  "synth.most_common_cell": "nand2_1",
  "grt.overflow.total": 0,
  "die_h_um": 274,
  "place_congestion": 1.05,
  "fin_crit_sh_pct": 75.8,
  "maxSlewViolCount": 0,
  "ys_types": 96,
  "io_pins": 590,
  "grt_max_degree": 57,
  "grt_pass1_wl_mm": 125,
  "drt-total-wl_mm": 89.0,
  "netlist.area_leader.share_pct": 12.9,
  "n_sequential_cell": 0,
  "max_freq_mhz": 75.4,
  "cp-start-kind": "input pin",
  "setup-violations-final": 0,
  "syn_to_final_growth_pct": 26.8,
  "worst_pin_slew_ns": 0.934,
  "worstPathMaxFanout": 10,
  "netlist_area_mm2": 0.0130,
  "via_per_inst": 5.78,
  "fp-utilization_pct": 20.3,
  "path_class": "input pin to primary output",
  "cts_hold_buf": 0,
  "vdd_drop_max_mv": 0.0122,
  "tool_warnings": 101,
  "drv_cap": 0,
  "required_ns": 14.00,
  "seq_area_um2": 0,
  "wl_per_cell_um": 30.8,
  "ys_area_mm2": 0.0130,
  "syn_inst": 1901,
  "synth-warning-count": 1,
  "ys_cells": 1901,
  "die_area_mm2": 0.0751,
  "avgSynthCellArea_um2": 6.86,
  "nClkBuffers": 0,
  "top_cells_by_area": "ha_1 (13%), buf_4 (7.4%), a22oi_1 (7.0%)",
  "cts_resized": 0,
  "met2_wirelength_mm": 39.2,
  "met1_length_mm": 36.2,
  "whs_ns": 7.00,
  "first_pass_iters": 6,
  "leakagePower_nw": 6.32,
  "drc": 0,
  "cts_setup_buffers": 0,
  "hold_viol": 0,
  "buffer_ports.inserted": 341,
  "postRouteAntennaNets": 0,
  "track_usage_pct": 23.0,
  "total_power_mw": 0.540,
  "num_vias": 16700,
  "routed.top_layer": "met5",
  "common_cells": "nand2_1 (187), ha_1 (135), a21oi_1 (131), buf_4 (129), a22oi_1 (122)",
  "crit_path_end_kind": "primary output",
  "hpwl_mm": 72.4
}
[worst paths after layout]
path | from | end | slack [ns] | cells past startpoint
worst min-delay path | cp0_addr_i[0] | cp0_addr_o[0] | 7.00 | 0
worst max-delay path | operand_2[9] | result_o[0] | 4.24 | 17
[layout by cell type, fill, tap and decap left out, types with 14 or more instances in the layout]
| master | Yosys | final |
|---|---|---|
| mux4_2 | 24 | 24 |
| nor2_1 | 96 | 88 |
| mux2i_1 | 54 | 54 |
| and2_1 | 14 | 14 |
| a221oi_1 | 28 | 28 |
| a22oi_1 | 122 | 122 |
| clkdlybuf4s50_1 | 0 | 341 |
| nand2_1 | 187 | 187 |
| nand2b_1 | 21 | 21 |
| nand4_1 | 24 | 24 |
| a2111oi_0 | 16 | 15 |
| nand3_1 | 77 | 77 |
| buf_4 | 129 | 72 |
| a211oi_1 | 46 | 44 |
| ha_1 | 135 | 135 |
| o21ai_0 | 73 | 73 |
| xnor2_1 | 49 | 49 |
| inv_1 | 87 | 87 |
| a21oi_1 | 131 | 131 |
| o211ai_1 | 37 | 37 |
| o21ai_1 | 18 | 18 |
| a221o_1 | 37 | 37 |
| nor3_1 | 54 | 54 |
| a21o_1 | 23 | 23 |
[routing by layer]
metal  GRT usage, %  vias to the layer above
met5          0.657                        -
met4           11.0                       12
met3           5.66                      202
met2           35.3                     1030
met1           29.9                     8061
li1               -                     7373
[critical path, cell delays in order]
cell             delay, ns
clkdlybuf4s50_1       0.70
or4_4                 0.63
or3_4                 0.35
nor2_1                0.13
nand4_1               0.24
nor3_1                0.83
a21oi_1               0.18
xnor2_1               0.18
ha_1                  0.43
nand3_1               0.14
or2_2                 0.32
nor4_1                0.50
a211o_1               0.27
mux2i_1               0.09
o311a_1               0.14
o31ai_1               0.54
clkdlybuf4s50_1       0.58
[metrics by stage]
stage	cell area [µm²]	instances	setup slack, ns	utilization (%)
2_1_floorplan	13000	1901	6.35	-
3_3_place_gp	16500	2883	4.58	25.8
3_5_place_dp	16500	2883	4.51	25.8
4_1_cts	16500	2883	4.47	25.8
5_1_grt	16500	2885	4.04	25.8
6_report	16500	2887	4.24	25.8
[layout make-up]
type | instances | area, µm² | share of cell area (%)
multi-input combinational | 1527 | 11200 | 67.6
tap | 855 | 1070 | 6.47
inverter | 88 | 330 | 2.00
timing repair buffer | 413 | 3950 | 23.9
antenna | 4 | 10.0 | 0.0605
[cell families after synthesis]
| group | after synthesis | share of synthesized area (%) |
|---|---|---|
| and+or+nand+nor | 560 | 21.2 |
| xor gates and xnor gates | 61 | 4.10 |
| adders and majority gates | 136 | 13.1 |
| muxes | 88 | 9.27 |
| buffers and inverters | 374 | 14.9 |
| AOI/OAI and AO/OA | 682 | 37.4 |
[report_power, final]
| group | leakage (nW) | internal, mW | total [mW] | switching [mW] |
|---|---|---|---|---|
| clock network | 0.0000238 | 0.0000000415 | 0.0000000415 | 0 |
| logic | 6.32 | 0.225 | 0.540 | 0.315 |
| registers | 0 | 0 | 0 | 0 |
Power is estimated from default activity; no workload was simulated.
